$ cat /design/flow/run.sh
#!/bin/bash
# OpenROAD 26Q1-2900-gdf79404cd8, Yosys 0.63+post, stock flow scripts
make -C /OpenROAD-flow-scripts/flow DESIGN_CONFIG=/design/flow/config.mk WORK_HOME=/design/flow/orfs finish
$ cat /design/flow/config.mk
export PLATFORM = sky130hd
export DESIGN_NAME = regW
export DESIGN_NICKNAME = regW
export VERILOG_FILES = /design/flow/design.v
export SDC_FILE = /design/flow/constraint.sdc
export NUM_CORES = 4
export LEC_CHECK = 1
export CORE_AREA = 10 10 311 311
export DIE_AREA = 0 0 321 321
$ cat /design/flow/constraint.sdc
current_design regW

set clk_period 1.0
set clk_io_pct 0.2

create_clock -name clk0 -period $clk_period [get_ports {clk}]

set non_clock_inputs [all_inputs -no_clocks]
set_input_delay [expr $clk_period * $clk_io_pct] -clock clk0 $non_clock_inputs
set_output_delay [expr $clk_period * $clk_io_pct] -clock clk0 [all_outputs]
$ cat /design/flow/design.v
`timescale 1ns/1ps
module regF(
	clk,
	PC_pred,
	f_PC_pred
);
input clk;
input [63:0] PC_pred;
output reg [63:0] f_PC_pred;
always@(posedge clk)
begin
	f_PC_pred <= PC_pred;
end
endmodule  
module regD(
	clk,
	f_status, f_icode, f_ifun, f_rA, f_rB, f_valC, f_valP,
	d_status, d_icode, d_ifun, d_rA, d_rB, d_valC, d_valP
);
input clk;
input [2:0] f_status;
input [3:0] f_icode;
input [3:0] f_ifun;
input [3:0] f_rA;
input [3:0] f_rB;
input [63:0] f_valC;
input [63:0] f_valP;
output reg [2:0] d_status;
output reg [3:0] d_icode;
output reg [3:0] d_ifun;
output reg [3:0] d_rA;
output reg [3:0] d_rB;
output reg [63:0] d_valC;
output reg [63:0] d_valP;
always@(posedge clk)
begin
	d_status <= f_status;
	d_icode <= f_icode;
	d_ifun <= f_ifun;
	d_rA <= f_rA;
	d_rB <= f_rB;
	d_valC <= f_valC;
	d_valP <= f_valP;
end
endmodule  
module regE(
	clk,
	d_status, d_icode, d_ifun, d_rA, d_rB, d_valC, d_valP, d_valA, d_valB,
	e_status, e_icode, e_ifun, e_rA, e_rB, e_valC, e_valP, e_valA, e_valB
);
input clk;
input [2:0] d_status;
input [3:0] d_icode;
input [3:0] d_ifun;
input [3:0] d_rA;
input [3:0] d_rB;
input [63:0] d_valC;
input [63:0] d_valP;
input [63:0] d_valA;
input [63:0] d_valB;
output reg [2:0] e_status;
output reg [3:0] e_icode;
output reg [3:0] e_ifun;
output reg [3:0] e_rA;
output reg [3:0] e_rB;
output reg [63:0] e_valC;
output reg [63:0] e_valP;
output reg [63:0] e_valA;
output reg [63:0] e_valB;
always@(posedge clk)
begin
	e_status <= d_status;
	e_icode <= d_icode;
	e_ifun <= d_ifun;
	e_rA <= d_rA;
	e_rB <= d_rB;
	e_valC <= d_valC;
	e_valP <= d_valP;
	e_valA <= d_valA;
	e_valB <= d_valB;
end
endmodule  
module regM(
	clk,
	e_status, e_icode, e_rA, e_rB, e_valC, e_valP, e_valA, e_valB, e_cnd, e_valE,
	m_status, m_icode, m_rA, m_rB, m_valC, m_valP, m_valA, m_valB, m_cnd, m_valE
);
input clk;
input [2:0] e_status;
input [3:0] e_icode;
input e_cnd;
input [3:0] e_rA;
input [3:0] e_rB;
input [63:0] e_valA;
input [63:0] e_valB;
input [63:0] e_valC;
input [63:0] e_valP;
input [63:0] e_valE;
output reg [2:0] m_status;
output reg [3:0] m_icode;
output reg m_cnd;
output reg [3:0] m_rA;
output reg [3:0] m_rB;
output reg [63:0] m_valA;
output reg [63:0] m_valB;
output reg [63:0] m_valC;
output reg [63:0] m_valP;
output reg [63:0] m_valE;
always@(posedge clk)
begin
	m_status <= e_status;
	m_icode <= e_icode;
	m_cnd <= e_cnd;
	m_rA <= e_rA;
	m_rB <= e_rB;
	m_valC <= e_valC;
	m_valP <= e_valP;
	m_valA <= e_valA;
	m_valB <= e_valB;
	m_valE <= e_valE;
end
endmodule  
module regW(
	clk,
	m_status, m_icode, m_rA, m_rB, m_valC, m_valP, m_valA, m_valB, m_cnd, m_valE, m_valM,
	w_status, w_icode, w_rA, w_rB, w_valC, w_valP, w_valA, w_valB, w_cnd, w_valE, w_valM
);
input clk;
input [2:0] m_status;
input [3:0] m_icode;
input m_cnd;
input [3:0] m_rA;
input [3:0] m_rB;
input [63:0] m_valA;
input [63:0] m_valB;
input [63:0] m_valC;
input [63:0] m_valP;
input [63:0] m_valE;
input [63:0] m_valM;
output reg [2:0] w_status;
output reg [3:0] w_icode;
output reg w_cnd;
output reg [3:0] w_rA;
output reg [3:0] w_rB;
output reg [63:0] w_valA;
output reg [63:0] w_valB;
output reg [63:0] w_valC;
output reg [63:0] w_valP;
output reg [63:0] w_valE;
output reg [63:0] w_valM;
always@(posedge clk)
begin
	w_status <= m_status;
	w_icode <= m_icode;
	w_cnd <= m_cnd;
	w_rA <= m_rA;
	w_rB <= m_rB;
	w_valC <= m_valC;
	w_valP <= m_valP;
	w_valA <= m_valA;
	w_valB <= m_valB;
	w_valE <= m_valE;
	w_valM <= m_valM;
end
endmodule  
==> results.json <==
{
  "outcome": "complete, but fails checks",
  "violations": "setup timing",
  "grt_usage_pct": 8.73,
  "numSynthFlops": 400,
  "portBuffers": 800,
  "grt_pass1_wl_mm": 63.0,
  "antenna_found_initial": 21,
  "gp_congestion": 0.905,
  "logic_gates": 0,
  "fin_area_um2": 18900,
  "core_area_um2": 90000,
  "cts.path.max_buffers": 3,
  "setup_viol": 400,
  "critical-path-slowest-cell": "dfxtp_2",
  "clk_pin_slew_ns": 0.06,
  "fin_crit_ns": 1.24,
  "cellPowerDensity_nw_per_um2": 1930,
  "drc": 0,
  "top_layer": "met5",
  "worstMarginPinSlew_ns": 0.243,
  "path_max_fanout": 1,
  "fin_crit_sh_pct": 124,
  "critPathBufInv": 1,
  "cts_tree": "built",
  "die-area_um2": 103000,
  "min_from": "m_valP[56]",
  "fa_ha_area_share_pct": 0,
  "dr_wl_met3_mm": 6.06,
  "cts_setup_buffers": 0,
  "drtIter0Drc": 194,
  "dp_cells": 2387,
  "n_fill_cell": 9596,
  "mux_share_pct": 0,
  "p_leak_nw": 7.98,
  "h-tree-depth": 2,
  "critPathLaunchType": "flop",
  "root_buffer": "clkbuf_16",
  "cts_sinks": 400,
  "tool_warnings": 27,
  "cp-end-kind": "output port",
  "stdcell_count": 2624,
  "area_growth_pct": 136,
  "fin_total_pwr_w": 0.0364,
  "rows": 110,
  "setup_tns_ns": -74.98,
  "grt_pass1_vias": 7837,
  "synth_area_um2": 8010,
  "die_w_um": 321,
  "ys_cells": 400,
  "synthAoiAreaFrac_pct": 0,
  "synth_area_per_cell_um2": 20.0,
  "max_cap_viol_count": 0,
  "slew_viol_final": 0,
  "wl_met1_mm": 17.9,
  "cts_buffers": 45,
  "fmax_mhz": 807,
  "ys_sh_xor_pct": 0,
  "hold_path.class": "input port to flop",
  "wl_met2_mm": 21.4,
  "startpoint": "w_valE[42]$_DFF_P_",
  "rsz0062_at_grt": "true",
  "mostFrequentLayoutCell": "clkdlybuf4s50_1",
  "worst_slack_ns": -0.239,
  "via_count": 7007,
  "postSynthCellCount": 400,
  "viasPerCell": 2.67,
  "yosysWarningCount": 1,
  "crit_arrival_ns": 1.04,
  "hold_viol": 0,
  "required_ns": 0.80,
  "wl_per_cell_um": 18.0,
  "cp_top_family": "flip-flops",
  "yosysUniqueCellTypes": 1,
  "cpPeakStageDelay_ns": 0.35,
  "fp.dieH_um": 321,
  "ys_area_um2": 8010,
  "yosys.area_share.simple_pct": 0,
  "post_dp_cell_area_um2": 17600,
  "fp-utilization_pct": 8.90,
  "drtAntennaViolNets": 0,
  "gr-total-overflow": 0,
  "logic_area_um2": 0,
  "hpwl_mm": 38.2,
  "layout.cells.most_common_list": "clkdlybuf4s50_1 (400), buf_2 (370), dfxtp_1 (302)",
  "relSlewSlack_pct": 83.7,
  "io_pins": 801,
  "yosysSeqAreaShare_pct": 100,
  "drive_gt1_share_pct": 40.0,
  "drt_wl_total_mm": 47.1,
  "grt_max_degree": 14,
  "drt_first_pass_iters": 4,
  "criticalPathCategory": "flop to output port",
  "path_cells": "buf_2",
  "irDropWorstVdd_v": 0.00128
}
[final cells by class]
type	instances	area (µm²)	share of cell area, %
repair buffers	965	7820	41.4
clock buffers	64	1270	6.72
diodes	2	5.00	0.0265
flip-flops and latches	400	8130	43.1
well taps	1176	1470	7.80
clock inverters	17	170	0.902
[cell families (layout without fill, tap and decap cells)]
| group | count (synthesis) | after routing |
|---|---|---|
| flip-flops | 400 | 400 |
| other | 0 | 2 |
| buffers and inverters | 0 | 1046 |
[routing by layer]
layer	up-vias	global-route usage, %
li1	3274	-
met1	3104	10.2
met2	536	13.7
met3	81	4.71
met4	12	2.64
met5	-	0
[path summary, 6_finish.rpt]
path	end	depth (start not counted)
max	w_valE[42]	1
min	w_valP[56]$_DFF_P_	1
[power breakdown]
group          leakage, nW  internal [W]  switching, W
clock                0.702       0.00939       0.00674
sequential            3.38        0.0168      0.000210
combinational         3.90       0.00237      0.000818
total                 7.98        0.0286       0.00777
[synth_stat cells]
master | number | area, µm²
dfxtp_1 | 400 | 8010
[state kept, by name (all words and copies together) (netlist names), 64 cells and up]
register	flops
w_valM	64
w_valC	64
w_valE	64
w_valB	64
w_valA	64
w_valP	64
[metrics by stage]
| step | setup WS (ns) | hold WS [ns] | utilization, % |
|---|---|---|---|
| floorplan | 0.538 | 0.228 | - |
| CTS | -0.304 | 0.000165 | 20.8 |
| global placement | -0.0828 | 0.649 | 19.5 |
| detailed placement | -0.0896 | 0.652 | 19.5 |
| global route | -0.292 | 0.00749 | 20.9 |
| finish | -0.239 | 0.0525 | 21.0 |
[what timing repair did]
item	4_1_cts	5_1_grt
resized	1417	46
hold buffers	154	0
endpoints found under the hold margin	154	0
setup endpoints to repair	400	400
gates cloned	0	0
No activity file was given, so power comes from the tool's default toggle rates.
