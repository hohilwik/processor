--- flow/run.sh ---
#!/bin/bash
# OpenROAD 26Q1-2900-gdf79404cd8, Yosys 0.63+post, stock flow scripts
make -C /OpenROAD-flow-scripts/flow DESIGN_CONFIG=/design/flow/config.mk WORK_HOME=/design/flow/orfs finish
--- flow/config.mk ---
export PLATFORM = sky130hd
export DESIGN_NAME = decode_ins
export DESIGN_NICKNAME = decode_ins
export VERILOG_FILES = /design/flow/design.v
export SDC_FILE = /design/flow/constraint.sdc
export NUM_CORES = 4
export LEC_CHECK = 1
export CORE_AREA = 10 10 472 472
export DIE_AREA = 0 0 482 482
--- flow/constraint.sdc ---
current_design decode_ins

set clk_period 1.0
set clk_io_pct 0.2

create_clock -name clk0 -period $clk_period

set non_clock_inputs [all_inputs -no_clocks]
set_input_delay [expr $clk_period * $clk_io_pct] -clock clk0 $non_clock_inputs
set_output_delay [expr $clk_period * $clk_io_pct] -clock clk0 [all_outputs]
--- flow/design.v ---
`timescale 1ns / 1ps
module decode_ins(clk, cnd, icode, rA, rB, valA, valB, vflag, valE, valM, reg_mem0, reg_mem1, reg_mem2, reg_mem3, reg_mem4, reg_mem5, reg_mem6, reg_mem7, reg_mem8, reg_mem9, reg_mem10, reg_mem11, reg_mem12, reg_mem13, reg_mem14); 
  input clk;
  input cnd;
  input [3:0] icode;
  input [3:0] rA;
  input [3:0] rB;
  output reg [63:0] valA;
  output reg [63:0] valB;
  output reg vflag;
  output reg [63:0] valE;
  output reg [63:0] valM;
  output reg [63:0] reg_mem0;
  output reg [63:0] reg_mem1;
  output reg [63:0] reg_mem2;
  output reg [63:0] reg_mem3;
  output reg [63:0] reg_mem4;
  output reg [63:0] reg_mem5;
  output reg [63:0] reg_mem6;
  output reg [63:0] reg_mem7;
  output reg [63:0] reg_mem8;
  output reg [63:0] reg_mem9;
  output reg [63:0] reg_mem10;
  output reg [63:0] reg_mem11;
  output reg [63:0] reg_mem12;
  output reg [63:0] reg_mem13;
  output reg [63:0] reg_mem14;
  reg [63:0] reg_mem[0:14];
  initial begin
	reg_mem[0]=64'd0;
    reg_mem[1]=64'd1;
    reg_mem[2]=64'd2;
    reg_mem[3]=64'd3;
    reg_mem[4]=64'd4;
    reg_mem[5]=64'd5;
    reg_mem[6]=64'd6;
    reg_mem[7]=64'd7;
    reg_mem[8]=64'd8;
    reg_mem[9]=64'd9;
    reg_mem[10]=64'd10;
    reg_mem[11]=64'd11;
    reg_mem[12]=64'd12;
    reg_mem[13]=64'd13;
    reg_mem[14]=64'd14;
  end
  always@(*)
  begin
	vflag=0;
    if(icode==4'b0010) 
    begin
      valA=reg_mem[rA];
    end
    else if(icode==4'b0100) 
    begin
      valA=reg_mem[rA];
      valB=reg_mem[rB];
	  vflag=1;
    end
    else if(icode==4'b0101) 
    begin
      valB=reg_mem[rB];
    end
    else if(icode==4'b0110) 
    begin
      valA=reg_mem[rA];
      valB=reg_mem[rB];
	  vflag=1;
    end
    else if(icode==4'b1000) 
    begin
      valB=reg_mem[4];  
    end
    else if(icode==4'b1001) 
    begin
      valA=reg_mem[4];  
      valB=reg_mem[4];  
	  vflag=1;
    end
    else if(icode==4'b1010) 
    begin
      valA=reg_mem[rA];
      valB=reg_mem[4];  
	  vflag=1;
    end
    else if(icode==4'b1011) 
    begin
      valA=reg_mem[4];  
      valB=reg_mem[4];  
	  vflag=1;
    end
    reg_mem0=reg_mem[0];
    reg_mem1=reg_mem[1];
    reg_mem2=reg_mem[2];
    reg_mem3=reg_mem[3];
    reg_mem4=reg_mem[4];
    reg_mem5=reg_mem[5];
    reg_mem6=reg_mem[6];
    reg_mem7=reg_mem[7];
    reg_mem8=reg_mem[8];
    reg_mem9=reg_mem[9];
    reg_mem10=reg_mem[10];
    reg_mem11=reg_mem[11];
    reg_mem12=reg_mem[12];
    reg_mem13=reg_mem[13];
    reg_mem14=reg_mem[14];
	$display("reg%d=%x, reg%d=%x", rA, reg_mem[rA], rB, reg_mem[rB]);
  end
endmodule
==> results.py <==
# Physical implementation metrics
metrics = {
    "outcome": {
        "status": "finished, violations left",
        "violations": "setup timing",
    },
    "synth": {
        "synthCells": 1242,
        "syn_area_per_cell_sq_um": 7.55,
        "synthFlopType": "dlxtn_1",
        "synth-seq-cells": 8,
        "synthArstFlopShare_pct": 0,
        "synth_top_area_share_pct": 96.7,
        "ys_types": 21,
        "ys_cells": 1242,
        "yosys_area_sq_mm": 0.00938,
        "syn_area_sq_mm": 0.00938,
        "edf_count": 0,
        "yosysTopAreaCell": "buf_4",
        "yosysWarnings": 129,
        "synth.area.top_cells": "buf_4 97%, dlxtn_1 1.3%, a2111oi_4 0.29%",
        "top_cell": "buf_4",
        "common_cells": "1208 x buf_4, 8 x dlxtn_1, 3 x and3_1, 3 x inv_1",
    },
    "final_timing": {
        "untimed_endpoints": 16,
        "layout_setup_ws_ns": -0.0202,
        "unclocked_regs": 8,
        "layout_min_cycle_time_ns": 1.02,
        "maxSlewViolCount": 0,
        "min_period_over_period_pct": 102,
        "rsz0062_at_grt": "yes",
        "finalSetupViolCount": 1,
        "whs_ns": 0.808,
        "tns_ns": -0.0202,
        "timing_hold_violations_final": 0,
        "clock.fmax_mhz": 980,
    },
    "grt": {
        "grt_max_degree": 7,
        "overflow": 0,
        "grt_pass1_wl_mm": 24.1,
        "grt_usage_pct": 1.31,
        "grt_pass1_vias": 4057,
        "antenna_found_initial": 10,
    },
    "place": {
        "gp_congestion": 0.603,
        "dp_hpwl_mm": 21.5,
        "port_buffers": 21,
        "dpl.cell_count": 4086,
        "dp_worst_setup_slack_ns": -1.13,
    },
    "job": {
        "warnings": 36,
        "drv_cap": 0,
    },
    "die": {
        "initial_core_util_pct": 4.42,
        "die_area_sq_mm": 0.232,
        "io_pins": 1231,
        "die_width_um": 482,
        "coreArea_sq_mm": 0.212,
        "rows": 169,
        "fp.dieH_um": 482,
    },
    "worst_setup_path": {
        "worstSetupStartpointType": "input pin",
        "cp.arrival_ns": 0.82,
        "path_class": "in2out",
        "crit_required_ns": 0.80,
        "cp-end-kind": "primary output",
        "cp_max_fo": 3,
    },
    "detailed_routing": {
        "wirelength_mm": 21.7,
        "first_pass_iters": 4,
        "drt_iter0_drc": 14,
        "vias": 3426,
        "viasPerCell": 0.838,
        "detail_route.wl_per_cell_um": 5.31,
        "drc_errors": 0,
        "num_antenna_cells": 0,
        "postRouteAntennaNets": 0,
    },
    "min_path": {
        "hp-class": "in2out",
    },
    "power": {
        "clkPwrFrac_pct": 0,
        "ir_worst_vdd_mv": 0.0484,
        "intPower_uw": 160,
        "p_leak_uw": 0.00420,
        "p_per_area_mw_per_mm2": 69.2,
        "swShare_pct": 73.4,
        "p_comb_share_pct": 93.5,
        "seqPwrFrac_pct": 6.5,
        "p_sw_uw": 440,
    },
    "final_layout": {
        "final_layout_size_suffix_gt1_share_pct": 1.50,
        "fin_cells": 4089,
        "nFillCells": 25425,
        "syn_to_final_growth_pct": -7.47,
    },
    "cts": {
        "postCtsHoldBufs": 0,
    },
}
layout by cell type, fill, tap and decap left out, types with 2 or more instances in the layout:
master           count
nand2b_4             3
a211oi_1             2
conb_1            1208
buf_12               2
buf_4                8
inv_1                3
clkdlybuf4s50_1     16
dlxtn_1              8
and3_1               3
flip-flops by register name, indices dropped and copies added, names as in the netlist:
register  count
valA          4
valB          4
power by group through the flow:
stage / clock [uW] / sequential, uW / combinational [uW]
global route: 0 / 40.6 / 839
finish: 0 / 39.0 / 561
CTS: 0 / 40.3 / 702
metal layers:
layer / track usage (%) / vias up / wire length [um]
met3: 0.299 / 26 / 2700
met4: 0.160 / 0 / 360
met2: 3.36 / 582 / 13600
met1: 0.805 / 1437 / 5040
met5: 0 / - / 0
li1: - / 1381 / -
per-stage QoR:
step | power, uW | util, % | area [sq um]
global route | 879 | 4.09 | 8670
global placement | 722 | 4.06 | 8620
finish | 600 | 4.09 | 8670
floorplan | 3440 | - | 13900
detailed placement | 706 | 4.06 | 8620
CTS | 742 | 4.09 | 8670
worst paths after layout:
path                end  startpoint  cells after the start
setup / recovery  vflag    icode[3]                      4
hold / removal    vflag    icode[0]                      3
critical path: stages:
cell and delay (ns):
buf_12 0.11, nand2b_4 0.14, o22ai_4 0.22, buf_12 0.13
kinds of logic after synthesis:
kind of cell,Yosys count,share of synthesized area (%)
AOI/OAI and AO/OA,7,0.801
and+or+nand+nor,13,0.934
buffers and inverters,1212,96.9
other,2,0.0801
latches,8,1.28
final cells by class:
cell class	count	area (sq um)	share of cell area, %
multi-input combinational	1228	4730	54.5
tap	2821	3530	40.7
inverter	3	11.3	0.130
sequential	8	120	1.38
timing repair buffer	29	288	3.32
repair_timing:
item / in CTS / in global routing
buffers inserted: 3 / 0
setup endpoints to repair: 1 / 1
resized: 28 / 0
pin swaps: 2 / 0
Power figures rest on the tool's default switching activity, not on a simulated workload.
